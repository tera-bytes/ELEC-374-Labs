$ cat ./run.sh
#!/bin/bash
# OpenROAD 26Q1-2900-gdf79404cd8, Yosys 0.63+post, stock flow scripts
make -C /OpenROAD-flow-scripts/flow DESIGN_CONFIG=/design/flow/config.mk WORK_HOME=/design/flow/orfs finish
$ cat ./config.mk
export PLATFORM = sky130hd
export DESIGN_NAME = subtractor
export DESIGN_NICKNAME = subtractor
export VERILOG_FILES = /design/flow/design.v
export SDC_FILE = /design/flow/constraint.sdc
export NUM_CORES = 4
export LEC_CHECK = 1
export CORE_AREA = 10 10 70 70
export DIE_AREA = 0 0 80 80
$ cat ./design.v
`timescale 1ns/10ps
module adder(A, B, C, select);
input [31:0] A, B;
input wire select;  
output reg [31:0] C;
reg [32:0] localCarry;
reg [31:0] temp;
integer i;
always@(A or B or select)
	begin
	if (select == 1) begin
		temp = ~B + 1'b1;  
	end else begin
		temp = B;
	end
		localCarry = 33'd0;
		for(i=0; i<32; i = i +1)
		begin
			C[i] = A[i]^temp[i]^localCarry[i];
			localCarry[i+1] = (A[i]&temp[i])|(localCarry[i]&(A[i]|temp[i]));
		end
	end
endmodule
`timescale 1ns/10ps
module subtractor(A, B, C);
input [31:0] A, B;
output wire [31:0] C;
reg [31:0] temp;
always@(A or B)
	begin
	temp <= !B + 1;
	end
adder add(A, temp, C);
endmodule
$ cat ./constraint.sdc
current_design subtractor

set clk_period 9.8
set clk_io_pct 0.2

create_clock -name clk0 -period $clk_period

set non_clock_inputs [all_inputs -no_clocks]
set_input_delay [expr $clk_period * $clk_io_pct] -clock clk0 $non_clock_inputs
set_output_delay [expr $clk_period * $clk_io_pct] -clock clk0 [all_outputs]
==> metrics.csv <==
metric,value,unit
first-pass GRT wire length,5.40,mm
Hold Crit Start,A[31],
Hold Crit Depth,3,
initial DRC count,2,
Vias,806,
OpenROAD warnings,34,
std cell rows,21,
Avg WL per Cell,18.0,um
post-DR vias/cell,4.24,
Die Size,6400,um^2
Post-Synthesis Cell Area,494,um^2
CP dominant cell by count,ha_4,
"Chip Area, Yosys",494,um^2
number of post-CTS setup repair buffers,0,
DRC violations left,0,
Register Area,0,um^2
DPL Wire Length,2.96,mm
final hold violations,0,
max_slew headroom,0.865,
Post-Place Worst Slack,-1.19,ns
Required @ worst endpoint,7.84,ns
CP arrival,7.81,ns
Critical Setup Path Class,primary input to output port,
Mapped Avg Cell Area,10.5,um^2
Die H,80,um
period utilisation layout,0.997,
fillers,278,
Setup crit start kind,primary input,
Critical Path Sink Type,output port,
Hold Path Sink,C[31],
MI comb area,926,um^2
layout cells sized above 1,0.479,
crit-path max cell delay,0.26,ns
vias in the first global route,1008,
Worst Tran Pin Value,0.202,ns
min Tclk post-route,9.77,ns
Non-Filler Instances,190,
Top cell area share,0.759,
top cells by area,"ha_1, nor4_1, fa_1, inv_1, nand4_1",
Commonest cells post-synth,"ha_1, nor4_1, inv_1",
PD cells,27.4,nW/um^2
"Seq/Total Area, Yosys",0,
antenna violations before repair,0,
gr usage total,0.106,
clock buffers,0,
fin util,0.554,
placed cells,190,
highest fanout seen on the critical path,2,
Min-Delay Path Class,primary input to output port,
# Cells Yosys,47,
Leakage,0.000700,uW
DRT Wirelength,3.42,mm
drt pass-1 iters,2,
Die Wd,80,um
worst vdd ir,0.0000147,V
status,"finished, final reports clean",
RSZ-0062 raised after global routing,yes,
grt total ovfl,0,
f_max,102,MHz
CP max-delay cell,or2_1,
GPL Wtd Cong,0.842,
Slew Limit Fails,0,
diode count,0,
IO Port Bufs,96,
area growth from synthesis to layout,283,%
Cell Type Count,8,
"area leader, netlist",ha_1,
largest net degree at the start of global routing,3,
top-level port count,96,
"count leader, synth",ha_1,
Ys Warns,3,
FP Util,0.145,
Final ANT Viol Nets,0,
core box area,3420,um^2
Synth Instances,47,
Max-cap violations,0,
final worst setup slack,0.0255,ns
final setup vio count,0,
seq_cells,0,
## stage by stage
step / instance area, um^2 / total power (uW) / setup TNS, ns / hold WS (ns)
floorplan: 564 / 1.93 / 0 / 3.95
global placement: 1590 / 47.7 / -5.88 / 4.87
detailed placement: 1590 / 47.9 / -5.94 / 4.87
CTS: 1880 / 51.6 / -0.0911 / 4.58
global route: 1890 / 57.3 / -0.319 / 4.62
finish: 1890 / 51.9 / 0 / 4.58
## layout by cell type (no fill, tap or decap)
master	instances
fa_2	1
nor4_2	4
or2_1	1
dlygate4sd2_1	1
inv_1	2
buf_2	17
clkdlybuf4s15_1	8
buf_4	1
xor2_1	1
clkdlybuf4s50_1	59
nor4_4	4
inv_2	2
buf_6	8
clkbuf_2	1
buf_8	1
ha_2	1
nand4_1	2
ha_4	29
dlymetal6s2s_1	1
## layout make-up
class / instances / area share
multi-input combinational: 43 / 0.489
tap: 46 / 0.0304
timing repair buffer: 97 / 0.473
inverter: 4 / 0.00793
## what timing repair did
action	4_1_cts	5_1_grt
hold buffers	0	0
endpoints found under the setup margin	9	5
resized	169	5
pin swaps	38	29
## critical path, delay by kind of cell
family                   cells  cell delay (ns)
adder cells (fa/ha/maj)     31             4.75
AND/OR/NAND/NOR              3             0.63
XOR/XNOR                     1             0.13
buffers and inverters        4             0.30
## routing by layer
layer / global-route usage / vias up / share of wire
met3: 0.118 / 2 / 0.27
met4: 0.00528 / 0 / 0.0044
met2: 0.155 / 83 / 0.35
li1: - / 381 / -
met1: 0.105 / 340 / 0.37
met5: 0 / - / 0
## worst max-delay path by stage
stage | startpoint | endpoint | slack, ns | depth (start not counted)
4_1_cts | B[26] | C[31] | -0.08 | 39
5_1_grt | B[16] | C[31] | -0.20 | 39
6_report | B[16] | C[31] | 0.03 | 39
## logic make-up after synthesis
family / count (synthesis) / synth area share
adders and majority gates: 31 / 0.800
xor gates and xnor gates: 1 / 0.0177
buffers and inverters: 4 / 0.0304
and+or+nand+nor: 11 / 0.152
## report_power, final
part / switching (uW) / internal, uW / total (uW) / leakage, uW
sequential: 0 / 0 / 0 / 0
combinational: 15.3 / 36.6 / 51.9 / 0.000700
clock: 0 / 0 / 0 / 0
Power and IR drop assume default switching activity.
