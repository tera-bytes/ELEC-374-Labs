<file path="flow/run.sh">
#!/bin/bash
# OpenROAD 26Q1-2900-gdf79404cd8, Yosys 0.63+post, stock flow scripts
make -C /OpenROAD-flow-scripts/flow DESIGN_CONFIG=/design/flow/config.mk WORK_HOME=/design/flow/orfs finish
</file>
<file path="flow/design.v">
module encoder_32_5 (
input wire R0out, R1out, R2out, R3out, 
	R4out, R5out, R6out, R7out, R8out, 
	R9out, R10out, R11out, R12out, R13out, 
	R14out, R15out, HIout, LOout, ZHIout, 
	ZLOout, PCout, MDRout, Inportout, Cout,
output reg [4:0] out
);
wire [31:0] in = { 8'd0, Cout, Inportout, MDRout, PCout, ZLOout, ZHIout, LOout, HIout, R15out, R14out, R13out, R12out,
								R11out, R10out, R9out, R8out, R7out, R6out, R5out, R4out, R3out, R2out, R1out, R0out};
always@(*)begin
	case(in)
		32'h00000001 : out = 0;
		32'h00000002 : out = 1;
		32'h00000004 : out = 2;
		32'h00000008 : out = 3;
		32'h00000010 : out = 4;
		32'h00000020 : out = 5;
		32'h00000040 : out = 6;
		32'h00000080 : out = 7;
		32'h00000100 : out = 8;
		32'h00000200 : out = 9;
		32'h00000400 : out = 10;
		32'h00000800 : out = 11;
		32'h00001000 : out = 12;
		32'h00002000 : out = 13;
		32'h00004000 : out = 14;
		32'h00008000 : out = 15;
		32'h00010000 : out = 16;
		32'h00020000 : out = 17;
		32'h00040000 : out = 18;
		32'h00080000 : out = 19;
		32'h00100000 : out = 20;
		32'h00200000 : out = 21;
		32'h00400000 : out = 22;
		32'h00800000 : out = 23;
		default		: out = 5'bx;
		endcase
	end
endmodule
module mux_32_1 (
	input wire [31:0] busMuxIn_0R, busMuxIn_1R, busMuxIn_2R, busMuxIn_3R, 
		busMuxIn_4R, busMuxIn_5R, busMuxIn_6R, busMuxIn_7R, busMuxIn_8R, 
		busMuxIn_9R, busMuxIn_10R, busMuxIn_11R, busMuxIn_12R, busMuxIn_13R, 
		busMuxIn_14R, busMuxIn_15R, busMuxIn_HI, busMuxIn_LO, busMuxIn_ZHI, 
		busMuxIn_ZLO, busMuxIn_PC, busMuxIn_MDR, busMuxIn_InPort, busMuxIn_C,
	input wire [4:0] read,
	output reg [31:0] out
);
always@(*)begin
		case(read)
		0	:	out = busMuxIn_0R;
		1	:	out = busMuxIn_1R;
		2	:	out = busMuxIn_2R;
		3	:	out = busMuxIn_3R;
		4	:	out = busMuxIn_4R;
		5	:	out = busMuxIn_5R;
		6	:	out = busMuxIn_6R;
		7	:	out = busMuxIn_7R;
		8	:	out = busMuxIn_8R;
		9	:	out = busMuxIn_9R;
		10	:	out = busMuxIn_10R;
		11	:	out = busMuxIn_11R;
		12	:	out = busMuxIn_12R;
		13	:	out = busMuxIn_13R;
		14	:	out = busMuxIn_14R;
		15	:	out = busMuxIn_15R;
		16	:	out = busMuxIn_HI;
		17	:	out = busMuxIn_LO;
		18	:	out = busMuxIn_ZHI;
		19	:	out = busMuxIn_ZLO;
		20	:	out = busMuxIn_PC;
		21	:	out = busMuxIn_MDR;
		22	:	out = busMuxIn_InPort;
		23	:	out = busMuxIn_C;
		default	: out = 32'bx;
		endcase
	end
endmodule
module TestBus(
input wire R0out, R1out, R2out, R3out, 
	R4out, R5out, R6out, R7out, R8out, 
	R9out, R10out, R11out, R12out, R13out, 
	R14out, R15out, HIout, LOout, ZHIout, 
	ZLOout, PCout, MDRout, Inportout, Cout,  
input wire busMuxIn_0R, busMuxIn_1R, busMuxIn_2R, busMuxIn_3R, 
		busMuxIn_4R, busMuxIn_5R, busMuxIn_6R, busMuxIn_7R, busMuxIn_8R, 
		busMuxIn_9R, busMuxIn_10R, busMuxIn_11R, busMuxIn_12R, busMuxIn_13R, 
		busMuxIn_14R, busMuxIn_15R, busMuxIn_HI, busMuxIn_LO, busMuxIn_ZHI, 
		busMuxIn_ZLO, busMuxIn_PC, busMuxIn_MDR, busMuxIn_InPort, busMuxIn_C, Y_data_out,
output Muxout
);
wire [4:0] encodeOut;
mux_32_1 mux (busMuxIn_0R, busMuxIn_1R, busMuxIn_2R, busMuxIn_3R, busMuxIn_4R,
		busMuxIn_5R, busMuxIn_6R, busMuxIn_7R, busMuxIn_8R, 
		busMuxIn_9R, busMuxIn_10R, busMuxIn_11R, busMuxIn_12R, busMuxIn_13R, 
		busMuxIn_14R, busMuxIn_15R, busMuxIn_HI, busMuxIn_LO, busMuxIn_ZHI, 
		busMuxIn_ZLO, busMuxIn_PC, busMuxIn_MDR, busMuxIn_InPort, busMuxIn_C, 
		encodeOut, Muxout);
encoder_32_5 encoder (R0out, R1out, R2out, R3out, 
	R4out, R5out, R6out, R7out, R8out, 
	R9out, R10out, R11out, R12out, R13out, 
	R14out, R15out, HIout, LOout, ZHIout, 
	ZLOout, PCout, MDRout, Inportout, Cout, encodeOut);
endmodule
</file>
<file path="flow/config.mk">
export PLATFORM = sky130hd
export DESIGN_NAME = TestBus
export DESIGN_NICKNAME = TestBus
export VERILOG_FILES = /design/flow/design.v
export SDC_FILE = /design/flow/constraint.sdc
export NUM_CORES = 4
export LEC_CHECK = 1
export CORE_AREA = 10 10 75 75
export DIE_AREA = 0 0 85 85
</file>
<file path="flow/constraint.sdc">
current_design TestBus

set clk_period 6.3
set clk_io_pct 0.2

create_clock -name clk0 -period $clk_period

set non_clock_inputs [all_inputs -no_clocks]
set_input_delay [expr $clk_period * $clk_io_pct] -clock clk0 $non_clock_inputs
set_output_delay [expr $clk_period * $clk_io_pct] -clock clk0 [all_outputs]
</file>
==> results.tsv <==
metric	value	unit
result of the run	complete, no violations	
Ys Warns	27	
cell total after placement	271	
setup repair after global routing missed its margin	no	
Int Pwr	0.0000440	W
overall via count from detail_route	1398	
post-detailed-route count of antenna-violating nets	0	
height of the die	85	µm
Psw	0.0000291	W
max-slew violation count	0	
leak pwr	0.643	nW
number of clock buffers in the layout	0	
total I/O pin count	50	
number of global-route vias before repair	1326	
1st-pass router iterations	5	
total tool warning count	33	
Sw Share	39.8	%
total global routing track utilization	9.37	%
growth of design area from synthesis to finish	71.5	%
flop count	0	
instance tally after logic synthesis	153	
vias per cell	5.12	
number of rows in the core area	23	
register area share after synthesis	0	%
final count of negative-setup-slack endpoints	0	
Antenna Cells	0	
maximum number of pins on one net before global-route repair	12	
sequential fraction of design power	0	%
classification of the worst setup path	primary input to output port	
sum of overflow across all layers after global routing	0	
Maximum Capacitance Violations	0	
summed standard-cell area reported by yosys	0.00101	mm²
number of unique standard cell types used by synthesis	44	
element type at the critical path end	output port	
wire length of the first global-routing pass	5970	µm
total cells reported by yosys after synthesis	153	
proportion of power drawn by the clock network	0	%
share of total power in combinational logic	100.0	%
GP Congestion	0.896	
first-iteration detailed-routing DRC count	58	
Critical Path AT	4.86	ns
fraction of layout instances using a drive strength above 1	18.4	%
cts hold-fix bufs	0	
count of input and output buffers	49	
filler cell count	408	
total routed wirelength	3690	µm
sequential standard cell area	0	µm²
synthesized cell area	0.00101	mm²
core outline area	0.00406	mm²
power density of the placed cells	42.0	mW/mm²
actual slew at the worst max-slew pin	0.870	ns
post-layout period usage of the worst path	97.1	%
final number of hold-violating endpoints	0	
required time at the worst-slack endpoint	5.04	ns
Die Wd	85	µm
Cell Area, Placed	0.00172	mm²
Min-Delay Path Class	primary input to output port	
maximum vdd drop	20.1	µV
Total Neg Setup Slack	0	ns
starting utilization of the core area	25.0	%
initial antenna violation count	0	
minimum clock period after layout	6.12	ns
drt wl/cell	13.5	µm
number of standard cells in the final layout excluding fillers	273	
crit-path max FO	4	
design area	0.00174	mm²
total die size	0.00723	mm²
placed wire-length estimate after detailed placement	3200	µm
fmax	163	MHz
relative slew slack	41.9	%
startpoint class of the critical path	primary input	
Avg Cell Area, Syn	6.63	µm²
# DRC	0	
==> cells in the final DEF, fill, tap and decap left out, types with 2 or more instances in the layout <==
cell type	Yosys	final
sky130_fd_sc_hd__or2_2	2	2
sky130_fd_sc_hd__clkdlybuf4s50_1	0	49
sky130_fd_sc_hd__nand2b_1	2	2
sky130_fd_sc_hd__nand3_1	6	6
sky130_fd_sc_hd__xnor2_1	2	2
sky130_fd_sc_hd__or4_1	4	4
sky130_fd_sc_hd__nor2_1	15	15
sky130_fd_sc_hd__inv_1	11	11
sky130_fd_sc_hd__nand2_1	17	17
sky130_fd_sc_hd__nor4_1	6	6
sky130_fd_sc_hd__a22oi_1	2	2
sky130_fd_sc_hd__nor3_1	6	6
sky130_fd_sc_hd__a2111oi_0	8	7
sky130_fd_sc_hd__mux2i_1	6	6
sky130_fd_sc_hd__a2111oi_1	1	2
sky130_fd_sc_hd__nand3b_1	4	4
sky130_fd_sc_hd__o211ai_1	8	8
sky130_fd_sc_hd__a21oi_1	2	2
sky130_fd_sc_hd__a2111oi_2	3	3
sky130_fd_sc_hd__xor2_1	8	8
sky130_fd_sc_hd__or4_4	3	3
sky130_fd_sc_hd__buf_4	0	27
sky130_fd_sc_hd__nand4_1	2	2
sky130_fd_sc_hd__a21o_1	2	2
sky130_fd_sc_hd__o21ai_0	9	9
==> final cells by class <==
class                      count  area (µm²)  share of cell area (%)
tap                           50        62.6                    3.59
multi-input combinational    136         943                    54.2
timing repair buffer          76         693                    39.8
inverter                      11        41.3                    2.37
==> worst max-delay path, cell delays in order <==
cell                              delay [ns]
sky130_fd_sc_hd__clkdlybuf4s50_1        0.47
sky130_fd_sc_hd__or4_4                  0.58
sky130_fd_sc_hd__or2_4                  0.29
sky130_fd_sc_hd__or4_4                  0.44
sky130_fd_sc_hd__o311ai_4               0.39
sky130_fd_sc_hd__inv_1                  0.07
sky130_fd_sc_hd__a222oi_1               0.36
sky130_fd_sc_hd__o2111ai_1              0.16
sky130_fd_sc_hd__a2111oi_1              0.34
sky130_fd_sc_hd__nor2_1                 0.07
sky130_fd_sc_hd__clkdlybuf4s50_1        0.42
==> metal layers <==
metal | GRT usage [%] | part of all wire [%]
met1 | 13.1 | 46
met4 | 0.150 | 0
met3 | 1.35 | 7.8
met2 | 15.7 | 46
met5 | 0 | 0
==> power by group through the flow <==
stage | Clock, W | Sequential (W) | Combinational [W]
CTS | 0 | 0 | 0.0000731
global route | 0 | 0 | 0.0000801
finish | 0 | 0 | 0.0000731
==> what timing repair did <==
action                     4_1_cts  5_1_grt
setup endpoints to repair        0        1
setup buffers                    0        2
gates resized                    0        1
==> cell families after synthesis <==
| logic type | share of synthesized area (%) |
|---|---|
| and+or+nand+nor | 40.2 |
| AOI/OAI and AO/OA | 37.0 |
| buffers and inverters | 7.15 |
| xor gates and xnor gates | 8.63 |
| muxes | 7.03 |
==> metrics by stage <==
| stage | total power (W) | setup slack (ns) | utilization, % | hold WS (ns) |
|---|---|---|---|---|
| after CTS | 0.0000731 | 0.114 | 42.5 | 3.48 |
| after global routing | 0.0000801 | 0.00640 | 42.9 | 3.51 |
| final | 0.0000731 | 0.183 | 42.9 | 3.47 |
| after floorplan | 0.0000254 | 1.29 | - | 2.59 |
| after detailed placement | 0.0000727 | 0.121 | 42.5 | 3.48 |
| after global placement | 0.0000728 | 0.129 | 42.5 | 3.48 |
==> synth_stat cells, types with 2 or more instances <==
cell type | count | area (µm²)
sky130_fd_sc_hd__nor3_1 | 6 | 30.0
sky130_fd_sc_hd__nand4_1 | 2 | 12.5
sky130_fd_sc_hd__a2111oi_2 | 3 | 45.0
sky130_fd_sc_hd__inv_1 | 11 | 41.3
sky130_fd_sc_hd__or4_4 | 3 | 33.8
sky130_fd_sc_hd__or2_2 | 2 | 12.5
sky130_fd_sc_hd__nand3_1 | 6 | 30.0
sky130_fd_sc_hd__xnor2_1 | 2 | 17.5
sky130_fd_sc_hd__nor4_1 | 6 | 37.5
sky130_fd_sc_hd__o211ai_1 | 8 | 60.1
sky130_fd_sc_hd__nand2_1 | 17 | 63.8
sky130_fd_sc_hd__clkbuf_1 | 4 | 15.0
sky130_fd_sc_hd__a21oi_1 | 2 | 10.0
sky130_fd_sc_hd__o21ai_0 | 9 | 45.0
sky130_fd_sc_hd__nand3b_1 | 4 | 30.0
sky130_fd_sc_hd__xor2_1 | 8 | 70.1
sky130_fd_sc_hd__a2111oi_0 | 8 | 70.1
sky130_fd_sc_hd__or4_1 | 4 | 30.0
sky130_fd_sc_hd__mux2i_1 | 6 | 60.1
sky130_fd_sc_hd__nand2b_1 | 2 | 12.5
sky130_fd_sc_hd__a21o_1 | 2 | 15.0
sky130_fd_sc_hd__a22oi_1 | 2 | 15.0
sky130_fd_sc_hd__nor2_1 | 15 | 56.3
==> path summary, 6_finish.rpt <==
kind	startpoint	slack, ns	endpoint	cells after the start
hold / removal	busMuxIn_0R	3.47	Muxout	4
setup / recovery	HIout	0.18	Muxout	11
Power figures rest on the tool's default switching activity, not on a simulated workload.
