--- ./constraint.sdc ---
current_design reg_64_bit

set clk_period 1.1
set clk_io_pct 0.2

create_clock -name clk0 -period $clk_period [get_ports {clock}]

set non_clock_inputs [all_inputs -no_clocks]
set_input_delay [expr $clk_period * $clk_io_pct] -clock clk0 $non_clock_inputs
set_output_delay [expr $clk_period * $clk_io_pct] -clock clk0 [all_outputs]
--- ./design.v ---
module reg_64_bit #(parameter qInitial = 0)(
	input wire clock, 
	input wire clear,
	input wire enable,
	input wire [63:0] d,
	output reg [63:0] q
);
	initial q = qInitial;
	always@(posedge clock) 
	begin
		if (clear) begin
			q[63:0] = 63'b0;
		end
		else if(enable) begin
			q[63:0] = d[63:0];
		end 
	end
endmodule
--- ./config.mk ---
export PLATFORM = sky130hd
export DESIGN_NAME = reg_64_bit
export DESIGN_NICKNAME = reg_64_bit
export VERILOG_FILES = /design/flow/design.v
export SDC_FILE = /design/flow/constraint.sdc
export NUM_CORES = 4
export LEC_CHECK = 1
export CORE_UTILIZATION = 40
--- ./run.sh ---
#!/bin/bash
# OpenROAD 26Q1-2900-gdf79404cd8, Yosys 0.63+post, stock flow scripts
make -C /OpenROAD-flow-scripts/flow DESIGN_CONFIG=/design/flow/config.mk WORK_HOME=/design/flow/orfs finish
==> impl_metrics.ini <==
; implementation run metrics
[worst_hold_path]
hold_class = in -> reg
hp-start = clear
whs_path_depth = 3
whs_endpoint = q[43]

[routing]
vias_per_cell = 4.490
ant_nets = 0
drcViolationCount = 0
detail_route.first_pass.iterations = 4
avgRoutedWirePerCell_um = 12.59
antenna-diode-count = 0
drt_iter0_markers = 50
drt-total-wl_um = 5236
vias = 1868

[grt]
grtUsageTotal_pct = 17.75
grt_pass1_wl_um = 8335
grt-ovfl-total = 0
first_global_vias = 1852
antenna_found_initial = 0
grt_max_degree = 54

[logic_synthesis]
synthCells = 206
synth_cell_type_count = 7
syn_avg_cell_area_um2 = 11.12
area_leaders = dfxtp_1 (56%), mux2i_1 (28%), nor2_1 (10%), buf_8 (3.9%), buf_1 (0.98%)
top_cell_area_share_pct = 55.93
yosysSeqAreaShare_pct = 55.93
ys_cells = 206
yosys_area_mm2 = 0.002291
syn-cell-area_mm2 = 0.002291
synth-seq-cells = 64
synth_top_cell_by_area = dfxtp_1
ys_warn_count = 1

[power_and_ir_drop]
power.density_mw_per_mm2 = 1299
cellLeakagePower_nw = 1.748
ir_drop_mv = 0.7530

[floorplan]
fp.coreArea_mm2 = 0.005507
die_height_um = 77.68
dieArea_mm2 = 0.006034
io_pins = 131
core.rowCount = 27
die-width_um = 77.68
fp_util_pct = 41.60

[critical_path]
worstPathRequired_ns = 0.88
r2r-start = q[55]
reg2reg_depth = 3
cp_max_fo = 2
rrSetupSlack_ns = 0.37
cp_num_buf_inv = 1
cpMaxStageDelayCell = dfxtp_2
start_kind = flop
arrival_ns = 0.83
path_class = reg -> out
slowest_delay_ns = 0.32
crit_chain = clkdlybuf4s15_1
path_depth = 1
r2r-end = q[55]
path_delay_family = flip-flops
cp-end-kind = output port

[final_layout]
final-seq-area_mm2 = 0.001361
largest_reg_flops = 64
fillers = 412
area_growth_pct = 70.95
final_cell_mix = mux2i_1 (64), nor2_1 (64), clkdlybuf4s50_1 (64), dfxtp_2 (64), clkdlybuf4s15_1 (63)
drive_gt1_share_pct = 25.29
fin_cells = 416
comb_area_um2 = 880.8

[placement]
portBuffers = 130
place_ws_ns = 0.08473
place_inst = 400
dp_hpwl_um = 3543
gp_congestion = 0.7458

[clock_network]
h-tree-depth = 3
cts-root-buf = clkbuf_8
clkSinkCount = 64
clock_latency_ns = 0.33
path_clk_slew_ns = 0.06
cts_tree = yes
hold_buffers = 0
cts_buffer_depth = 2
numCtsBuffers = 9

[final_timing]
report.final.slew_viol_count = 0
rsz0062_at_grt = no
finalCritPeriodShare_pct = 95.60
finalHoldViolations = 0
fmax_ghz = 0.9510
worst_pin_slew_ns = 0.2317
setup_viol = 0
min_period_ns = 1.052
layout_setup_ws_ns = 0.04842
skew_ns = 0
relSlewSlack_pct = 84.55
fin_tns_setup_ns = 0

[run_status]
status = finished clean

[flow_run]
warnings = 26
maxCapViolCount = 0
==> cell usage after synthesis <==
| master | instances |
|---|---|
| clkbuf_2 | 1 |
| buf_6 | 1 |
| mux2i_1 | 64 |
| dfxtp_1 | 64 |
| buf_8 | 6 |
| buf_1 | 6 |
| nor2_1 | 64 |
==> final cells by class <==
cell class	count	area share, %
clock buffers	14	4.409
flip-flops and latches	64	34.76
well taps	72	2.300
multi-input cells	128	22.49
repair buffers	138	36.04
==> per-stage QoR <==
step                hold WS [ns]  total power [mW]  instance area [µm²]  utilization (%)
floorplan                 0.3668             2.838                 2291                -
global placement          0.4714             3.378                 3654            66.35
detailed placement        0.4794             3.384                 3654            66.35
CTS                       0.2673             5.167                 3918            71.14
global route              0.2943             5.334                 3916            71.12
finish                    0.2821             5.086                 3916            71.12
==> timing repair <==
action | in CTS | in global routing
gates resized | 189 | 4
setup buffers | 2 | 0
setup endpoints to repair | 64 | 4
==> per-layer routing <==
layer	vias to the layer above	share of wire (%)	global-route usage (%)
li1	944	-	-
met1	830	45	25.41
met2	84	41	26.55
met3	10	11	6.571
met4	0	2.0	3.585
met5	-	0	0
==> logic make-up (layout without fill, tap and decap cells) <==
group,count (synthesis),after routing,synth area share (%)
multiplexers,64,64,27.96
AND/OR/NAND/NOR,64,64,10.49
flip-flops,64,64,55.93
buffers and inverters,14,152,5.625
==> report_power, final <==
| group | total [mW] | internal (mW) | switching (mW) |
|---|---|---|---|
| clock network | 1.78 | 0.981 | 0.800 |
| registers | 2.55 | 2.48 | 0.0626 |
| logic | 0.758 | 0.530 | 0.229 |
| total | 5.09 | 3.99 | 1.09 |
==> worst max-delay path by stage <==
stage,startpoint,endpoint,slack (ns)
6_report,q[46],q[46],0.05
4_1_cts,q[15],q[15],0.0003
5_1_grt,q[2],q[2],0.003
Power is estimated from default activity; no workload was simulated.
